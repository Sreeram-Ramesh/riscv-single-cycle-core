===== ./design.v =====
`timescale 1ns / 1ps
module data_mem #(parameter DATA_WIDTH = 32, ADDR_WIDTH = 32, MEM_SIZE = 64) (
    input       clk,
    input       wr_en,
    input       stall_en,
    input [2:0] funct3,
    input       [ADDR_WIDTH-1:0] wr_addr, wr_data,
    output reg  [DATA_WIDTH-1:0] rd_data_mem
);
reg [DATA_WIDTH-1:0] data_ram [0:MEM_SIZE-1];
wire [ADDR_WIDTH-1:0] word_addr = wr_addr[DATA_WIDTH-1:2] % 64;
always @(posedge clk) begin
    if (wr_en && !stall_en) begin
        case (funct3)
            3'b000: begin  
                case(wr_addr[1:0])
                    2'b00: data_ram[word_addr][ 7: 0] = wr_data[7:0];
                    2'b01: data_ram[word_addr][15: 8] = wr_data[7:0];
                    2'b10: data_ram[word_addr][23:16] = wr_data[7:0];
                    2'b11: data_ram[word_addr][31:24] = wr_data[7:0];
                endcase
            end
            3'b001: begin  
                case(wr_addr[0])
                    1'b0: data_ram[word_addr][15: 0] = wr_data[15:0];
                    1'b1: data_ram[word_addr][31:16] = wr_data[15:0];
                endcase
            end
            3'b010: data_ram[word_addr] <= wr_data;  
        endcase
    end
end
always @(*) begin
    if (!stall_en) begin
        case (funct3)
            3'b000: begin  
                case (wr_addr[1:0])
                    2'b00: rd_data_mem = {{24{data_ram[word_addr][ 7]}}, data_ram[word_addr][ 7: 0]};
                    2'b01: rd_data_mem = {{24{data_ram[word_addr][15]}}, data_ram[word_addr][15: 8]};
                    2'b10: rd_data_mem = {{24{data_ram[word_addr][23]}}, data_ram[word_addr][23:16]};
                    2'b11: rd_data_mem = {{24{data_ram[word_addr][31]}}, data_ram[word_addr][31:24]};
                endcase
            end
            3'b001: begin  
                case (wr_addr[0])
                    1'b0: rd_data_mem = {{16{data_ram[word_addr][15]}}, data_ram[word_addr][15: 0]};
                    1'b1: rd_data_mem = {{16{data_ram[word_addr][31]}}, data_ram[word_addr][31:16]};
                endcase
            end
            3'b100: begin  
                case (wr_addr[1:0])
                    2'b00: rd_data_mem = {24'b0, data_ram[word_addr][ 7: 0]};
                    2'b01: rd_data_mem = {24'b0, data_ram[word_addr][15: 8]};
                    2'b10: rd_data_mem = {24'b0, data_ram[word_addr][23:16]};
                    2'b11: rd_data_mem = {24'b0, data_ram[word_addr][31:24]};
                endcase
            end
            3'b101: begin  
                case (wr_addr[0])
                    1'b0: rd_data_mem = {16'b0, data_ram[word_addr][15: 0]};
                    1'b1: rd_data_mem = {16'b0, data_ram[word_addr][31:16]};
                endcase
            end
            3'b010: rd_data_mem = data_ram[word_addr];  
        endcase
    end
end
endmodule

===== ./run.sh =====
#!/bin/bash
# OpenROAD 26Q1-2900-gdf79404cd8, Yosys 0.63+post, stock flow scripts
make -C /OpenROAD-flow-scripts/flow DESIGN_CONFIG=/design/flow/config.mk WORK_HOME=/design/flow/orfs finish

===== ./config.mk =====
export PLATFORM = sky130hd
export DESIGN_NAME = data_mem
export DESIGN_NICKNAME = data_mem
export VERILOG_FILES = /design/flow/design.v
export SDC_FILE = /design/flow/constraint.sdc
export NUM_CORES = 4
export LEC_CHECK = 1
export CORE_UTILIZATION = 40

===== ./constraint.sdc =====
current_design data_mem

set clk_period 24.4
set clk_io_pct 0.2

create_clock -name clk0 -period $clk_period [get_ports {clk}]

set non_clock_inputs [all_inputs -no_clocks]
set_input_delay [expr $clk_period * $clk_io_pct] -clock clk0 $non_clock_inputs
set_output_delay [expr $clk_period * $clk_io_pct] -clock clk0 [all_outputs]

==> impl_metrics.json <==
{
  "synthArstFlopShare_pct": 0,
  "first_global_vias": 49320,
  "cts_root_buf": "clkbuf_16",
  "cp-start-kind": "input port",
  "gp_congestion": 0.9844,
  "synth_cells": 4734,
  "dp.cells": 7475,
  "period_used_pct": 34.88,
  "clockBufferDepth": 3,
  "met1_length_um": 83800,
  "hold_viol_final": 0,
  "tool_warnings": 54,
  "syn2layout_area_growth_pct": 14.02,
  "lay_top_count": "edfxtp_1",
  "via_per_inst": 6.051,
  "cap_violations": 0,
  "yosys_warnings": 1,
  "hold_buffers": 0,
  "p_per_area_nw_per_um2": 78.44,
  "ios": 102,
  "ant_nets": 0,
  "mostFrequentLayoutCells": "edfxtp_1 (2048), nor2_1 (351), buf_4 (330), mux2i_1 (313), nand2_1 (213)",
  "cp_max_fo": 17,
  "slew_headroom_pct": 26.22,
  "fin_setup_tns_ns": 0,
  "yosysChipArea_um2": 81660,
  "core-area_um2": 202500,
  "wirelength_um": 276600,
  "syn_area_per_cell_um2": 17.25,
  "fin_cells": 7872,
  "die_area_um2": 206000,
  "wl_per_cell_um": 35.13,
  "critPathRequiredTime_ns": 24.88,
  "io_buffers": 77,
  "dp_hpwl_um": 170300,
  "firstDrtPassIters": 9,
  "peakVddDrop_mv": 0.05482,
  "finalCriticalPeriod_ns": 8.511,
  "ctsResizeCount": 0,
  "critPathLaunch": "wr_addr[5]",
  "path_class": "in -> reg",
  "top_area_cell": "edfxtp_1",
  "numCtsBuffers": 204,
  "unclocked_pins": 32,
  "netlist_area_um2": 81660,
  "drive_above_1_share_pct": 18.09,
  "drt-initial-drc-count": 3767,
  "die_height_um": 453.8,
  "slew_viol_final": 0,
  "fmax_mhz": 117.5,
  "ff_type": "edfxtp_1",
  "crit_path_end_kind": "flip-flop",
  "untimed_endpoints": 64,
  "grt_setup_unrepaired": "false",
  "grt_start_max_net_pins": 103,
  "top_layer": "met5",
  "status": "complete, no violations",
  "worst-endpoint-arrival_ns": 8.99,
  "grt_use_total_pct": 29.56,
  "tightest_slew_ns": 1.103,
  "synth-edff-count": 2048,
  "wl_met2_um": 122700,
  "clk_pin_slew_ns": 0.06,
  "die_x_um": 453.8,
  "vias": 47630,
  "cts_setup_buffers": 0,
  "yosys_cells": 4734,
  "grt_overflow_total": 0,
  "cellLeakagePower_nw": 26.79,
  "top_cell_area_share_pct": 75.31,
  "endpoint": "data_ram[50][23]",
  "hold_class": "in -> reg",
  "grt_pass1_wl_um": 382300,
  "cts_tree": "built",
  "ys_types": 79,
  "synthTopCellsByArea": "edfxtp_1 (75%), mux2i_1 (3.8%), mux4_2 (3.5%), nor2_1 (1.6%), mux2_2 (1.6%)",
  "core.rowCount": 165,
  "synth_flops": 2080,
  "setup_viol": 0,
  "antenna_found_initial": 30,
  "drc": 0,
  "wl_met3_um": 49490,
  "floorplanUtilization_pct": 40.32,
  "htreeDepth": 4
}
[registers in the layout (all words and copies together), names as in the netlist]
signal / count
data_ram: 2048
rd_data_mem: 32
[per-stage QoR]
stage          area (µm²)  setup slack [ns]  hold WS (ns)  total power [mW]  utilization [%]
2_1_floorplan       81660             16.80         4.979             4.146                -
3_3_place_gp        86710             15.27         5.289             4.377            42.82
3_5_place_dp        86710             15.19         5.289             4.379            42.82
4_1_cts             93040             16.07         4.399             7.320            45.94
5_1_grt             93060             16.00         4.409             7.471            45.95
6_report            93110             15.89         4.444             7.303            45.97
[routing by layer]
metal / track usage, % / up-vias
li1: - / 19790
met1: 32.27 / 23650
met2: 40.22 / 3386
met3: 23.65 / 740
met4: 16.48 / 64
met5: 4.804 / -
[Yosys cell counts (15+ instances only)]
cell       count
a211oi_1      18
a21oi_1      160
a221o_1       45
a221oi_1     143
a222oi_1      24
a22o_1        63
a22oi_1      121
a31oi_1       42
and3_1        17
buf_1         40
buf_2         93
buf_4         48
buf_6         21
clkbuf_1     137
dlxtn_1       32
edfxtp_1    2048
inv_1         15
mux2_2       118
mux2i_1      313
mux4_2       127
nand2_1      213
nand2b_1      15
nand3_1       37
nand3b_1      17
nor2_1       355
o211ai_1      19
o21ai_0      115
o221ai_1      16
o22a_1        25
o22ai_1       95
o2bb2ai_1     17
[worst min-delay path by stage]
stage	start	end	slack, ns	cells after the start
final	wr_data[7]	data_ram[28][7]	4.44	1
after global routing	wr_data[7]	data_ram[28][7]	4.41	1
after CTS	wr_data[7]	data_ram[28][7]	4.40	1
[cell families (layout without fill, tap and decap cells)]
family                 Yosys count  in the layout  share of synthesized area, %
AND/OR/NAND/NOR                768            768                         4.283
AND-OR/OR-AND                  971            971                         8.633
multiplexers                   559            559                         8.985
other                            0             26                             0
latches                         32             32                        0.5884
XOR/XNOR                         1              1                       0.01073
buffers and inverters          355            795                         2.188
flip-flops                    2048           2048                         75.31
[power by group]
part | internal (mW) | switching [mW] | leakage, nW | total (mW)
Sequential | 3.86 | 0.00260 | 15.6 | 3.86
Clock | 1.65 | 1.33 | 3.06 | 2.98
Combinational | 0.132 | 0.329 | 8.16 | 0.460
[critical path: stages]
cell	delay, ns
clkdlybuf4s50_1	0.87
inv_1	0.40
and3_1	0.74
buf_4	0.46
nand2_1	0.45
buf_4	0.35
nor2_1	0.81
[final cells by class]
type                    count  area, µm²
fillers                 16750     109400
flip-flops and latches   2080      61980
multi-input cells        2299      18080
clock buffers             255       5318
well taps                2672       3343
repair buffers            408       3243
clock inverters           116       1011
inverters                  16      68.82
diodes                     26      65.06
Power and IR drop assume default switching activity.
