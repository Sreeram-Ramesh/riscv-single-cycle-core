===== flow/run.sh =====
#!/bin/bash
# OpenROAD 26Q1-2900-gdf79404cd8, Yosys 0.63+post, stock flow scripts
make -C /OpenROAD-flow-scripts/flow DESIGN_CONFIG=/design/flow/config.mk WORK_HOME=/design/flow/orfs finish

===== flow/config.mk =====
export PLATFORM = sky130hd
export DESIGN_NAME = riscv_cpu
export DESIGN_NICKNAME = riscv_cpu
export VERILOG_FILES = /design/flow/design.v
export SDC_FILE = /design/flow/constraint.sdc
export NUM_CORES = 4
export LEC_CHECK = 1
export CORE_UTILIZATION = 50

===== flow/constraint.sdc =====
current_design riscv_cpu

set clk_period 47.0
set clk_io_pct 0.2

create_clock -name clk0 -period $clk_period [get_ports {clk}]

set non_clock_inputs [all_inputs -no_clocks]
set_input_delay [expr $clk_period * $clk_io_pct] -clock clk0 $non_clock_inputs
set_output_delay [expr $clk_period * $clk_io_pct] -clock clk0 [all_outputs]

===== flow/design.v =====
`timescale 1ns / 1ps
module adder #(parameter WIDTH = 32) (
    input       [WIDTH-1:0] a, b,
    output      [WIDTH-1:0] sum
);
assign sum = a + b;
endmodule
`timescale 1ns / 1ps
module alu #(parameter WIDTH = 32) (
    input signed [WIDTH-1:0] a, b,        
    input        [3:0] alu_ctrl,          
    output reg   [WIDTH-1:0] alu_out,     
    output       zero, overflow           
);
wire unsigned [WIDTH-1:0] ua = a;          
wire unsigned [WIDTH-1:0] ub = b;          
always @(a, b, alu_ctrl) begin
    case (alu_ctrl)
        4'b0000:  alu_out <= a + b;           
        4'b0001:  alu_out <= a + ~b + 1;      
        4'b0010:  alu_out <= a & b;           
        4'b0011:  alu_out <= a | b;           
        4'b0100:  alu_out <= a ^ b;           
        4'b0101:  begin                       
                     if (a[31] != b[31]) alu_out <= a[31] ? 1 : 0;
                     else alu_out <= overflow;
                 end
        4'b0110:  alu_out <= overflow;        
        4'b0111:  alu_out <= a << b[4:0];     
        4'b1000:  alu_out <= a >> b[4:0];     
        4'b1001:  alu_out <= a >>> b[4:0];    
        default:  alu_out = 0;
    endcase
end
assign overflow = (ua < ub) ? 1'b1 : 1'b0;
assign zero = (alu_out == 0) ? 1'b1 : 1'b0;
endmodule
`timescale 1ns / 1ps
module alu_decoder (
    input            opb5,
    input [2:0]      funct3,
    input            funct7b5,
    input [1:0]      ALUOp,
    output reg [3:0] ALUControl
);
always @(*) begin
    case (ALUOp)
        2'b00: ALUControl = 4'b0000;              
        2'b01: ALUControl = 4'b0001;              
        default:
            case (funct3)  
                3'b000: begin
                    if   (funct7b5 & opb5) ALUControl = 4'b0001;  
                    else ALUControl = 4'b0000;  
                end
                3'b001:  ALUControl = 4'b0111;  
                3'b010:  ALUControl = 4'b0101;  
                3'b011:  ALUControl = 4'b0110;  
                3'b100:  ALUControl = 4'b0100;  
                3'b101:  begin
                    if   (funct7b5) ALUControl = 4'b1001;  
                    else ALUControl = 4'b1000;  
                end
                3'b110:  ALUControl = 4'b0011;  
                3'b111:  ALUControl = 4'b0010;  
                default: ALUControl = 4'bxxxx;  
            endcase
    endcase
end
endmodule
`timescale 1ns / 1ps
module controller (
    input [6:0]  op,
    input [2:0]  funct3,
    input        funct7b5,
    input        Zero, ALUR31, Overflow,
    output       [1:0] ResultSrc,
    output       MemWrite,
    output       PCSrc, ALUSrc,
    output       RegWrite, Jump, Jalr,
    output [1:0] ImmSrc,
    output [3:0] ALUControl
);
wire [1:0] ALUOp;
wire       Branch;
main_decoder    md (op, funct3, Zero, ALUR31, Overflow, ResultSrc, MemWrite, Branch,
                    ALUSrc, RegWrite, Jump, Jalr, ImmSrc, ALUOp);
alu_decoder     ad (op[5], funct3, funct7b5, ALUOp, ALUControl);
assign PCSrc = Branch | Jump;
endmodule
`timescale 1ns / 1ps
module datapath (
    input         clk, reset,
    input         Stall,
    input [1:0]   ResultSrc,
    input         PCSrc, ALUSrc,
    input         RegWrite,
    input [1:0]   ImmSrc,
    input [3:0]   ALUControl,
    input         Jalr,
    output        Zero, ALUR31, Overflow,
    output [31:0] PC,
    input  [31:0] Instr,
    output [31:0] Mem_WrAddr, Mem_WrData,
    input  [31:0] ReadData,
    output [31:0] Result
);
wire [31:0] PCNext, PCPlus4, PCTarget, AuiPC, UIResult, JalrNext;
wire [31:0] ImmExt, SrcA, SrcB, WriteData, ALUResult;
reset_ff #(32) pcreg(clk, reset, Stall, PCNext, PC);
adder          pcadd4(PC, 32'd4, PCPlus4);
adder          pcaddbranch(PC, ImmExt, PCTarget);
mux2 #(32)     pcmux(PCPlus4, PCTarget, PCSrc, JalrNext);
mux2 #(32)     jalrmux(JalrNext, ALUResult, Jalr, PCNext);
reg_file       rf (clk, RegWrite, Stall, Instr[19:15], Instr[24:20], Instr[11:7], Result, SrcA, WriteData);
imm_extend     ext (Instr[31:7], ImmSrc, ImmExt);
mux2 #(32)     srcbmux(WriteData, ImmExt, ALUSrc, SrcB);
alu            alu (SrcA, SrcB, ALUControl, ALUResult, Zero, Overflow);
adder #(32)    auipc({Instr[31:12], 12'b0}, PC, AuiPC);
mux2 #(32)     uiresult(AuiPC, {Instr[31:12], 12'b0}, Instr[5], UIResult);
mux4 #(32)     resultmux(ALUResult, ReadData, PCPlus4, UIResult, ResultSrc, Result);
assign ALUR31 = ALUResult[31];
assign Mem_WrData = WriteData;
assign Mem_WrAddr = ALUResult;
endmodule
`timescale 1ns / 1ps
module imm_extend (
    input  [31:7]     instr,
    input  [ 1:0]     immsrc,
    output reg [31:0] immext
);
always @(*) begin
    case(immsrc)
        2'b00:   immext = {{20{instr[31]}}, instr[31:20]};
        2'b01:   immext = {{20{instr[31]}}, instr[31:25], instr[11:7]};
        2'b10:   immext = {{20{instr[31]}}, instr[7], instr[30:25], instr[11:8], 1'b0};
        2'b11:   immext = {{12{instr[31]}}, instr[19:12], instr[20], instr[30:21], 1'b0};
        default: immext = 32'bx;  
    endcase
end
endmodule
`timescale 1ns / 1ps
module main_decoder (
    input  [6:0] op,
    input  [2:0] funct3,
    input        Zero, ALUR31, Overflow,
    output [1:0] ResultSrc,
    output       MemWrite, Branch, ALUSrc,
    output       RegWrite, Jump, Jalr,
    output [1:0] ImmSrc,
    output [1:0] ALUOp
);
reg [10:0] controls;
reg TakeBranch;
always @(*) begin
    TakeBranch = 0;
    casez (op)
        7'b0000011: controls = 11'b1_00_1_0_01_00_0_0;  
        7'b0100011: controls = 11'b0_01_1_1_00_00_0_0;  
        7'b0110011: controls = 11'b1_xx_0_0_00_10_0_0;  
        7'b1100011: begin  
            controls = 11'b0_10_0_0_00_01_0_0;
            case (funct3)
                3'b000: TakeBranch =      Zero;  
                3'b001: TakeBranch =     !Zero;  
                3'b100: TakeBranch =    ALUR31;  
                3'b101: TakeBranch =   !ALUR31;  
                3'b110: TakeBranch =  Overflow;  
                3'b111: TakeBranch = !Overflow;  
            endcase
        end
        7'b0010011: controls = 11'b1_00_1_0_00_10_0_0;  
        7'b1101111: controls = 11'b1_11_0_0_10_00_1_0;  
        7'b1100111: controls = 11'b1_00_1_0_10_00_0_1;  
        7'b0?10111: controls = 11'b1_xx_x_0_11_xx_0_0;  
        default:    controls = 11'bx_xx_x_x_xx_xx_x_x;  
    endcase
end
assign Branch = TakeBranch;
assign {RegWrite, ImmSrc, ALUSrc, MemWrite, ResultSrc, ALUOp, Jump, Jalr} = controls;
endmodule
`timescale 1ns / 1ps
module mux2 #(parameter WIDTH = 8) (
    input       [WIDTH-1:0] d0, d1,
    input       sel,
    output      [WIDTH-1:0] y
);
assign y = sel ? d1 : d0;
endmodule
`timescale 1ns / 1ps
module mux4 #(parameter WIDTH = 8) (
    input       [WIDTH-1:0] d0, d1, d2, d3,
    input       [1:0] sel,
    output      [WIDTH-1:0] y
);
assign y = sel[1] ? (sel[0] ? d3 : d2) : (sel[0] ? d1 : d0);
endmodule
`timescale 1ns / 1ps
module reg_file #(parameter DATA_WIDTH = 32) (
    input       clk,
    input       wr_en, stall_en,
    input       [4:0] rd_addr1, rd_addr2, wr_addr,
    input       [DATA_WIDTH-1:0] wr_data,
    output      [DATA_WIDTH-1:0] rd_data1, rd_data2
);
reg [DATA_WIDTH-1:0] reg_file_arr [0:31];
integer i;
initial begin
    for (i = 0; i < 32; i = i + 1) begin
        reg_file_arr[i] = 0;
    end
end
always @(posedge clk) begin
    if (wr_en && !stall_en) reg_file_arr[wr_addr] <= wr_data;
end
assign rd_data1 = ( rd_addr1 != 0 ) ? reg_file_arr[rd_addr1] : 0;
assign rd_data2 = ( rd_addr2 != 0 ) ? reg_file_arr[rd_addr2] : 0;
endmodule
`timescale 1ns / 1ps
module reset_ff #(parameter WIDTH = 8) (
    input       clk, rst,
    input       stall_en,
    input       [WIDTH-1:0] d,
    output reg  [WIDTH-1:0] q
);
always @(posedge clk) begin
    if (rst) q <= 0;
    else if (!stall_en) q <= d;
end
endmodule
`timescale 1ns / 1ps
module riscv_cpu (
    input         clk, reset,
    input         Stall,
    output [31:0] PC,
    input  [31:0] Instr,
    output        MemWrite,
    output [31:0] Mem_WrAddr, Mem_WrData,
    input  [31:0] ReadData,
    output [31:0] Result
);
wire        ALUSrc, RegWrite, Jump, Jalr, Zero, ALUR31, Overflow;
wire [1:0]  ResultSrc, ImmSrc;
wire [3:0]  ALUControl;
controller  c   (Instr[6:0], Instr[14:12], Instr[30], Zero, ALUR31, Overflow,
                ResultSrc, MemWrite, PCSrc, ALUSrc, RegWrite, Jump, Jalr,
                ImmSrc, ALUControl);
datapath    dp  (clk, reset, Stall, ResultSrc, PCSrc,
                ALUSrc, RegWrite, ImmSrc, ALUControl, Jalr,
                Zero, ALUR31, Overflow, PC, Instr, Mem_WrAddr, Mem_WrData, ReadData, Result);
endmodule

==> flow report <==
RUN STATUS
-----------------------------------------------------------------------------------------------
Outcome                                                                            finished, final reports clean

CLOCK NETWORK
-----------------------------------------------------------------------------------------------
CTS Sinks                                                                                  1056
Count of cells resized by post-cts repair                                                     0
Number of buffers added for setup after CTS                                                   0
CTS tree                                                                                  built
Number of buffers on the longest clock path                                                   3
Clock input transition at the sequential cells of the worst setup and hold paths          60 ps
Hold-fix buffers, CTS                                                                         0
Number of H-tree branching levels                                                             3
Number of buffers added by the clock tree synthesis step                                    110
Root Driver                                                                           clkbuf_16
Source-to-sink clock delay at the later pin of the worst-skew pair                       800 ps

CELLS AND AREA
-----------------------------------------------------------------------------------------------
Non-Filler Instances                                                                       6605
Share of final-layout standard cells stronger than drive strength 1                      23.24%
Synthesis-to-layout area growth                                                          13.20%
Most frequent logic cells in the routed design                                     edfxtp_1, mux4_2, nand2_1, mux2i_1, nor2_1
Most frequent logic cell in the layout                                                 edfxtp_1

STA
-----------------------------------------------------------------------------------------------
Worst-margin pin slew                                                                  971.8 ps
Highest attainable clock frequency                                                  0.03573 GHz
Final hold viol count                                                                         0
Worst Setup Slack, final                                                               19010 ps
Final sum of negative setup slack                                                          0 ps
Post-route minimum period                                                              27990 ps
Unrepaired setup endpoints after global routing                                           false
Relative slew slack                                                                      33.36%
Worst clock skew                                                                       128.4 ps
Worst Hold Slack                                                                       634.6 ps
Number of failing setup endpoints in the final timing report                                  0
Fin. max-slew vios                                                                            0
Part of the cycle the worst path needs                                                   59.56%

CRITICAL PATH
-----------------------------------------------------------------------------------------------
Setup crit end kind                                                                 output port
Critical path fanouts, max                                                                   36
Cell type of the slowest stage on the worst timing path                                   buf_4
Startpoint Class                                                                     input port
Crit path kind                                                                        in -> out
Critical path startpoint                                                              Instr[20]
Data required time of the worst path                                                   37600 ps
Cell with the most instances on the worst path                                            buf_4
Worst Path Arrival                                                                     18590 ps
Largest incremental delay on the critical path                                           680 ps
Startpoint of the most critical register-to-register path                          dp.rf.reg_file_arr[28][3]$_DFFE_PP_

LOGIC SYNTHESIS
-----------------------------------------------------------------------------------------------
Instance tally after logic synthesis                                                       4632
Count of distinct cell types in the synthesized netlist                                     107
Dominant combinational family                                                      multiplexers
Simple-gate area share of the yosys netlist                                              7.028%
Post-synthesis sequential area ratio                                                     49.78%
Compound-gate portion of the synthesized area                                            11.26%
Xor/xnor share of the synthesized area                                                   1.222%
Area of the synthesized netlist per yosys stat                                      63060 sq um
Share of flip-flops with an asynchronous set or reset after synthesis                        0%
Syn Std Cell Area                                                                   63060 sq um
Synthesized flop and latch total                                                           1056
Count of library flops with an enable pin                                                  1024
Prevailing post-synth register cell                                                    edfxtp_1
Adder share                                                                              3.083%
Total of warnings raised by yosys                                                             7
Syn avg cell area                                                                   13.61 sq um
Share of synthesized area spent on multiplexers                                          24.12%
Yosys cell count                                                                           4632

DRT
-----------------------------------------------------------------------------------------------
WL per Instance                                                                        39.63 um
Pre-antenna DRT Iters                                                                         8
Drt total wl                                                                          261700 um
DRC violation total after the first TritonRoute iteration                                  4332
Top metal layer carrying routed signals                                                    met5
Met2 routed wirelength                                                                114600 um
Routed length on met3                                                                  44610 um
Vias after detailed routing                                                               46409
Drt via density                                                                           7.026
DRC violations left                                                                           0
Routed Antenna Nets                                                                           0
M1 WL                                                                                  85390 um

GRT
-----------------------------------------------------------------------------------------------
Gr usage total                                                                           45.52%
Global route overflow                                                                         0
Largest net degree at the start of global routing                                            79
Wire length of the first global-routing pass                                          365100 um
Via count of the first global-routing pass                                                48011
Number of antenna violations at the first check in global routing                             6

PLACED DESIGN
-----------------------------------------------------------------------------------------------
Placer Congestion                                                                         1.086
Number of buffer cells added on primary ports                                               195
Placed Cells                                                                               6391
Post-DP HPWL                                                                          177700 um
Setup slack at placement                                                               19130 ps

POWER AND IR DROP
-----------------------------------------------------------------------------------------------
Sum of internal, switching and leakage power                                            2464 uW
Maximum resistive drop on vdd                                                          32.98 uV
LEAKAGE                                                                              0.02447 uW
Power Dens Cells                                                                   34.51 nW/um^2

MIN PATH
-----------------------------------------------------------------------------------------------
Path category of the worst min-delay check                                           reg -> reg
Worst hold start                                                                   dp.pcreg.q[26]$_SDFFE_PP0N_

DIE
-----------------------------------------------------------------------------------------------
Core Region                                                                        124400 sq um
Chip footprint                                                                     127500 sq um
Standard-cell row count                                                                     129
Die outline height                                                                     357.1 um
Initial core utilization                                                                 50.67%
Top-level I/O count                                                                         196
Die X-Extent                                                                           357.1 um

JOB
-----------------------------------------------------------------------------------------------
Number of maximum-capacitance violations                                                      0
Tally of OpenROAD warnings                                                                   92

registers in the layout, indices dropped and copies added (netlist names):
register            flops
dp.rf.reg_file_arr   1024
dp.pcreg.q             32
critical path: cells and delay by family:
family	cells	cell delay, ps
adders and majority gates	1	470
AOI/OAI and AO/OA	11	3270
and+or+nand+nor	4	520
muxes	4	1900
buffers and inverters	6	2870
stage by stage:
stage	util [%]	area, sq um
6_report	57.36	71380
2_1_floorplan	-	63060
3_3_place_gp	54.55	67880
4_1_cts	57.35	71370
3_5_place_dp	54.55	67880
5_1_grt	57.35	71370
worst paths after layout:
path,endpoint,slack [ps],cells past startpoint
worst max-delay path,Result[30],19010,26
worst min-delay path,dp.pcreg.q[26]$_SDFFE_PP0N_,630,2
worst max register to register,dp.pcreg.q[30]$_SDFFE_PP0N_,37510,28
worst min register to register,dp.pcreg.q[26]$_SDFFE_PP0N_,630,2
where the power goes:
| group | internal (uW) | leakage (uW) | total (uW) | switching [uW] |
|---|---|---|---|---|
| Sequential | 1050 | 0.00948 | 1050 | 3.65 |
| Clock | 467 | 0.00169 | 846 | 379 |
| Combinational | 197 | 0.0133 | 563 | 365 |
cells in the mapped netlist, types with 65 or more instances:
| master | count | area, sq um |
|---|---|---|
| edfxtp_1 | 1024 | 30750 |
| mux4_2 | 511 | 11510 |
| nor2_1 | 301 | 1130 |
| nand2_1 | 292 | 1096 |
| mux2i_1 | 278 | 2783 |
| a21oi_1 | 225 | 1126 |
| clkbuf_1 | 180 | 675.7 |
| o21ai_0 | 172 | 860.8 |
| ha_1 | 149 | 1864 |
| inv_1 | 140 | 525.5 |
| nand3_1 | 83 | 415.4 |
| a22oi_1 | 72 | 540.5 |
| nor3_1 | 68 | 340.3 |
| a211oi_1 | 65 | 488.0 |
cell type report:
type,instances,area [sq um]
inverters,148,558.0
clock inverters,69,628.1
diodes,6,15.01
fillers,9752,53060
multi-input cells,3100,29990
clock buffers,139,2861
repair buffers,450,3895
well taps,1637,2048
flip-flops and latches,1056,31390
logic make-up after synthesis:
kind of cell	after synthesis
flip-flops	1056
AND-OR/OR-AND	1033
AND/OR/NAND/NOR	960
multiplexers	866
buffers and inverters	476
adder cells (fa/ha/maj)	153
XOR/XNOR	88
layer usage:
layer  vias up  global-route usage, %
met5         -                  3.222
met1     22855                  58.58
li1      19209                      -
met2      3628                  62.19
met4        14                  20.89
met3       703                  30.24
Power is estimated from default activity; no workload was simulated.
