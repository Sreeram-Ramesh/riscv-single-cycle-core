===== flow/config.mk =====
export PLATFORM = sky130hd
export DESIGN_NAME = mux3
export DESIGN_NICKNAME = mux3
export VERILOG_FILES = /design/flow/design.v
export SDC_FILE = /design/flow/constraint.sdc
export NUM_CORES = 4
export LEC_CHECK = 1
export CORE_AREA = 10 10 70 70
export DIE_AREA = 0 0 80 80

===== flow/run.sh =====
#!/bin/bash
# OpenROAD 26Q1-2900-gdf79404cd8, Yosys 0.63+post, stock flow scripts
make -C /OpenROAD-flow-scripts/flow DESIGN_CONFIG=/design/flow/config.mk WORK_HOME=/design/flow/orfs finish

===== flow/constraint.sdc =====
current_design mux3

set clk_period 1.0
set clk_io_pct 0.2

create_clock -name clk0 -period $clk_period

set non_clock_inputs [all_inputs -no_clocks]
set_input_delay [expr $clk_period * $clk_io_pct] -clock clk0 $non_clock_inputs
set_output_delay [expr $clk_period * $clk_io_pct] -clock clk0 [all_outputs]

===== flow/design.v =====
`timescale 1ns / 1ps
module mux3 #(parameter WIDTH = 8) (
    input       [WIDTH-1:0] d0, d1, d2,
    input       [1:0] sel,
    output      [WIDTH-1:0] y
);
assign y = sel[1] ? d2: (sel[0] ? d1 : d0);
endmodule

==> Changelog: implementation <==
### Implementation results

- Die width: ~80 um
- Top cells by area in the synthesized netlist: sky130_fd_sc_hd__mux2i_1 (46%), sky130_fd_sc_hd__o21ai_1 (23%), sky130_fd_sc_hd__nand2_1 (17%)
- Unrepaired setup endpoints after global routing: true
- Max stage delay cell, worst path: sky130_fd_sc_hd__mux2i_4
- Global-route usage over all layers: 3.23%
- Chip area in the Yosys report: ~170 sq um
- Classification of the worst-slack hold path: in2out
- Vias in the first global route: ~360
- Post-synthesis share of cell area spent on and, or, nand and nor gates: between 15 and 20%
- DRT Pass-1 Iters: 3
- Maximum number of pins on one net before global-route repair: 9
- Top cell type's share of synthesized area: a little under half
- Post-Synth XOR/XNOR Area: 0%
- First DRT Iteration DRCs: 7
- Area growth from synthesis to layout: 238%
- Post-synth seq share: 0%
- Max IR drop VDD: around 0.037 mV
- Die Y-Extent: about 80 um
- Transition at the pin with the smallest max-transition slack: 0.167 ns
- Highest attainable clock frequency: 988 MHz
- Routability congestion estimate: 0.778
- Number of buffers inserted by post-CTS setup repair: 0
- Hold path start: d2[0]
- Overall power: a little over 200 uW
- Headroom to the max-slew limit: about nine tenths
- DIE AREA: about 6400 sq um
- Req. time, crit path: approximately 0.8 ns
- Most frequent cell on the critical path: sky130_fd_sc_hd__buf_8
- DR DRC count: 0
- Number of setup violations in the final report: 1
- Distinct lib cells: 4
- Worst Hold Depth: 4
- Number of antenna violations at the first check in global routing: 0
- Standby leakage power: roughly 0.00029 uW
- Post-DR wirelength/cell: about 11 um
- Outcome: finished with violations
- Cells along the critical path: buf_8 -> buf_8 -> mux2i_4 -> o21ai_2 -> buf_2
- Area of the placeable core: roughly 3400 sq um
- Worst stage delay on the critical path: 0.17 ns
- Setup TNS Final: -0.0119 ns
- Fraction of the mapped netlist area in adder cells: 0%
- Top fanout value on the critical path: 5
- Max capacitance violation total: 0
- Final Non-Filler Cells: between 100 and 150
- Placed cell area: 583 sq um
- Library cell occupying the most area in the post-synthesis netlist: sky130_fd_sc_hd__mux2i_1
- Synthesized area per cell: roughly 6.6 sq um
- Prevailing logic family in the synthesized netlist: multiplexers
- Setup crit start kind: input pin
- Number of cells in the yosys synthesis report: 26
- FILL cells: about 390
- Fraction of final layout cells with drive strength greater than 1: between 30% and 40%
- Sequential Area: 0 sq um
- Tally of nets with antenna violations remaining after routing: 0
- CP Capture Type: primary output
- Number of rows in the core area: 21
- Inst Count DP: ~110
- Area of the mapped netlist: around 170 sq um
- Most common cell after layout, fill and taps aside: sky130_fd_sc_hd__dlygate4sd2_1
- Finished Cell Area: 583 sq um
- Hold violation total from the final report: 0
- Routed Wire Length: around 1200 um
- WP data arrival: 0.81 ns
- Fraction of the cycle the final worst path needs: 101%
- Synth mux share: a little under half
- Post-DR vias/cell: about 3.2
- Type of the setup path with the least slack: in2out
- Count of flip-flops and latches: 0
- Starting utilization of the core area: under 10%
- Total half-perimeter wirelength after legalization and detailed placement: slightly below 1000 um
- Wire length of the first global-routing pass: roughly 1700 um
- Capture endpoint of the worst hold path: y[0]
- Quantity of I/O buffers inserted on ports: 34
- Total antenna diodes in the routed design: 0
- Vias post-DR: about 340
- Post-layout util: between 10% and 20%
- Top Layout Cells: sky130_fd_sc_hd__dlygate4sd2_1 (24), sky130_fd_sc_hd__buf_2 (9), sky130_fd_sc_hd__nand2_1 (8)
- Total grt overflow: 0
- Total power per unit cell area: 350 nW/um^2
- Violated checks: setup timing
- Tool warnings: 34
- Yosys warning tally: 0
- Minimum setup slack in the final design: -0.0119 ns
- Count of boundary I/O pins: 34
- Count of pins over their slew limit: 0
- Clock buffer instance count of the final layout: 0
- Time the worst path needs with I/O delays and setup: 1.01 ns
- Complex Gates by Area: approximately 23%
- Synthesized instance count: 26
## cells by family after synthesis
kind of cell           count (synthesis)
and+or+nand+nor                        8
AOI/OAI and AO/OA                      8
muxes                                  8
buffers and inverters                  2
## worst max path at each step
stage	startpoint	slack [ns]	endpoint
CTS	sel[0]	-0.02	y[6]
global route	sel[0]	-0.03	y[6]
finish	sel[0]	-0.01	y[6]
## layer usage
| layer | GRT usage (%) | vias to the layer above | wire length, um |
|---|---|---|---|
| met3 | 0.909 | 0 | 118 |
| met5 | 0 | - | 0 |
| met4 | 0 | 0 | 0 |
| li1 | - | 166 | - |
| met2 | 5.30 | 23 | 505 |
| met1 | 4.35 | 154 | 595 |
## where the power goes
part           total [uW]  switching (uW)  leakage [uW]  internal, uW
logic                 204            69.3      0.000285           135
registers               0               0             0             0
clock network           0               0             0             0
total                 204            69.3      0.000285           135
## final cells by class
class	instances	area [sq um]	share of cell area [%]
timing repair buffer	38	344	59.0
multi-input combinational	24	181	31.1
tap	46	57.6	9.87
## through the flow
stage / setup WS (ns) / hold WS, ns
3_5_place_dp: -0.749 / 1.31
4_1_cts: -0.0189 / 0.787
2_1_floorplan: 0.260 / 0.431
3_3_place_gp: -0.743 / 1.31
5_1_grt: -0.0324 / 0.812
6_report: -0.0119 / 0.783
## critical path: cells and delay by family
kind	cells	cell delay, ns
buf+inv	3	0.34
mux	1	0.17
compound gates	1	0.10
## synth_stat cells
master,n
sky130_fd_sc_hd__buf_6,2
sky130_fd_sc_hd__nand2_1,8
sky130_fd_sc_hd__o21ai_1,8
sky130_fd_sc_hd__mux2i_1,8
## what timing repair did
action	in CTS	in global routing
pin swaps	12	6
hold buffers	0	0
endpoints found under the setup margin	8	8
gates cloned	1	0
resized	65	5
Power and IR drop assume default switching activity.
